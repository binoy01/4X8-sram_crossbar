`flow/design.v`:
```
module ad(input [8:0] a1, input [8:0] b1, output reg [9:0] c1
    );
always@(*)
c1= a1+b1;
endmodule
module ad2(input [8:0] a2, input [9:0] b2, output reg [10:0] c2
    );
always@(*)
c2= a2+b2;
endmodule
module ad3(input [8:0] a3, input [10:0] b3, output reg [11:0] c3
    );
always@(*)
c3= a3+b3;
endmodule
`timescale 1ns / 1ps
module mem_ram (input clk, wren, 
                input [3:0] d11,input [3:0] d12,input [3:0] d13,input [3:0] d14,input [3:0] d15,input [3:0] d16,input [3:0] d17,input [3:0]d18,
					 input [3:0] d21,input [3:0] d22,input [3:0] d23,input [3:0] d24,input [3:0] d25,input [3:0] d26,input [3:0] d27,input [3:0]d28,
					 input [3:0] d31,input [3:0] d32,input [3:0] d33,input [3:0] d34,input [3:0] d35,input [3:0] d36,input [3:0] d37,input [3:0]d38,
					 input [3:0] d41,input [3:0] d42,input [3:0] d43,input [3:0] d44,input [3:0] d45,input [3:0] d46,input [3:0] d47,input [3:0]d48,
					 input [3:0] r1,input [3:0] r2,
					 input [3:0] r3,input [3:0] r4,
					 output [11:0] w_sum11,
					 output [11:0] w_sum12,
					 output [11:0] w_sum13,
					 output [11:0] w_sum14,
					 output [11:0] w_sum15,
					 output [11:0] w_sum16,
					 output [11:0] w_sum17,
					 output [11:0] w_sum18
					 );
  reg [31:0] mem [3:0];  
  wire [8:0] p11, p21,p31,p41;
  wire [8:0] p12, p22,p32,p42;
  wire [8:0] p13, p23,p33,p43;
  wire [8:0] p14, p24,p34,p44;
  wire [8:0] p15, p25,p35,p45;
  wire [8:0] p16, p26,p36,p46;
  wire [8:0] p17, p27,p37,p47;
  wire [8:0] p18, p28,p38,p48;
wire [9:0] s11,s12,s13,s14,s15,s16,s17,s18;
wire [10:0] s21,s22,s23,s24,s25,s26,s27,s28;
wire [11:0] s31,s32,s33,s34,s35,s36,s37,s38;
  always @(posedge clk) 
      begin
            if (wren)
                mem[0][31-:4]<=d11;
					 mem[0][27-:4] <=d12;
					 mem[0][23-:4]<=d13;
					 mem[0][19-:4]<=d14;
					 mem[0][15-:4]<=d15;
					 mem[0][11-:4]<=d16;
					 mem[0][7-:4]<=d17;
					 mem[0][3-:4]<=d18;
					 mem[1][31-:4]<=d21;
					 mem[1][27-:4] <=d22;
					 mem[1][23-:4]<=d23;
					 mem[1][19-:4]<=d24;
					 mem[1][15-:4]<=d25;
					 mem[1][11-:4]<=d26;
					 mem[1][7-:4]<=d27;
					 mem[1][3-:4]<=d28;
					 mem[2][31-:4]<=d31;
					 mem[2][27-:4] <=d32;
					 mem[2][23-:4]<=d33;
					 mem[2][19-:4]<=d34;
					 mem[2][15-:4]<=d35;
					 mem[2][11-:4]<=d36;
					 mem[2][7-:4]<=d37;
					 mem[2][3-:4]<=d38;
					 mem[3][31-:4]<=d41;
					 mem[3][27-:4] <=d42;
					 mem[3][23-:4]<=d43;
					 mem[3][19-:4]<=d44;
					 mem[3][15-:4]<=d45;
					 mem[3][11-:4]<=d46;
					 mem[3][7-:4]<=d47;
					 mem[3][3-:4]<=d48;
		end		 
generate
   mult m11(.a(r1),
				.b(mem[0][31-:4]),
				.c(p11) 
				);
	mult m21(
	         .a(r2),
				.b(mem[1][31-:4]),
				.c(p21)
	         );		
   mult m31(
	         .a(r3),
				.b(mem[2][31-:4]),
				.c(p31)
	         );		
   mult m41(
	         .a(r4),
				.b(mem[3][31-:4]), 
				.c(p41)
	         );	
  ad add11 ( 
            .a1(p11),
				.b1(p21),
				.c1(s11)
           );  
  ad2 add21 (
            .b2(s11),
				.a2(p31),
				.c2(s21)
          );
  ad3 add31 (
             .b3(s21),
				 .a3(p41),
				 .c3(s31)
				 );
    mult m12(.a(r1),
				.b(mem[0][27-:4]),
				.c(p12)
				);
	mult m22(
	         .a(r2),
				.b(mem[1][27-:4]),
				.c(p22)
	         );		
   mult m32(
	         .a(r3),
				.b(mem[2][27-:4]),
				.c(p32)
	         );		
   mult m42(
	         .a(r4),
				.b(mem[3][27-:4]), 
				.c(p42)
	         );	
  ad add12 ( 
            .a1(p12),
				.b1(p22),
				.c1(s12)
           );  
  ad2 add22 (
            .b2(s12),
				.a2(p32),
				.c2(s22)
          );
  ad3 add32 (
             .b3(s22),
				 .a3(p42),
				 .c3(s32)
				 );
   mult m13(.a(r1),
				.b(mem[0][23-:4]),
				.c(p13)
				);
	mult m23(
	         .a(r2),
				.b(mem[1][23-:4]),
				.c(p23)
	         );		
   mult m33(
	         .a(r3),
				.b(mem[2][23-:4]),
				.c(p33)
	         );		
   mult m43(
	         .a(r4),
				.b(mem[3][23-:4]), 
				.c(p43)
	         );	
  ad add13 ( 
            .a1(p13),
				.b1(p23),
				.c1(s13)
           );  
  ad2 add23 (
            .b2(s13),
				.a2(p33),
				.c2(s23)
          );
  ad3 add33 (
             .b3(s23),
				 .a3(p43),
				 .c3(s33)
				 );
  mult m14(.a(r1),
				.b(mem[0][19-:4]),
				.c(p14)
				);
	mult m24(
	         .a(r2),
				.b(mem[1][19-:4]),
				.c(p24)
	         );		
   mult m34(
	         .a(r3),
				.b(mem[2][19-:4]),
				.c(p34)
	         );		
   mult m44(
	         .a(r4),
				.b(mem[3][19-:4]), 
				.c(p44)
	         );	
  ad add14 ( 
            .a1(p14),
				.b1(p24),
				.c1(s14)
           );  
  ad2 add24 (
            .b2(s14),
				.a2(p34),
				.c2(s24)
          );
  ad3 add34 (
             .b3(s24),
				 .a3(p44),
				 .c3(s34)
				 );
  mult m15(.a(r1),
				.b(mem[0][15-:4]),
				.c(p15)
				);
	mult m25(
	         .a(r2),
				.b(mem[1][15-:4]),
				.c(p25)
	         );		
   mult m35(
	         .a(r3),
				.b(mem[2][15-:4]),
				.c(p35)
	         );		
   mult m45(
	         .a(r4),
				.b(mem[3][15-:4]), 
				.c(p45)
	         );	
  ad add15 ( 
            .a1(p15),
				.b1(p25),
				.c1(s15)
           );  
  ad2 add25 (
            .b2(s15),
				.a2(p35),
				.c2(s25)
          );
  ad3 add35 (
             .b3(s25),
				 .a3(p45),
				 .c3(s35)
				 );
   mult m16(.a(r1),
				.b(mem[0][11-:4]),
				.c(p16)
				);
	mult m26(
	         .a(r2),
				.b(mem[1][11-:4]),
				.c(p26)
	         );		
   mult m36(
	         .a(r3),
				.b(mem[2][11-:4]),
				.c(p36)
	         );		
   mult m46(
	         .a(r4),
				.b(mem[3][11-:4]), 
				.c(p46)
	         );	
  ad add16 ( 
            .a1(p16),
				.b1(p26),
				.c1(s16)
           );  
  ad2 add26 (
            .b2(s16),
				.a2(p36),
				.c2(s26)
          );
  ad3 add36 (
             .b3(s26),
				 .a3(p46),
				 .c3(s36)
				 );
   mult m17(.a(r1),
				.b(mem[0][7-:4]),
				.c(p17)
				);
	mult m27(
	         .a(r2),
				.b(mem[1][7-:4]),
				.c(p27)
	         );		
   mult m37(
	         .a(r3),
				.b(mem[2][7-:4]),
				.c(p37)
	         );		
   mult m47(
	         .a(r4),
				.b(mem[3][7-:4]), 
				.c(p47)
	         );	
  ad add17 ( 
            .a1(p17),
				.b1(p27),
				.c1(s17)
           );  
  ad2 add27 (
            .b2(s17),
				.a2(p37),
				.c2(s27)
          );
  ad3 add37 (
             .b3(s27),
				 .a3(p47),
				 .c3(s37)
				 );
  mult m18(.a(r1),
				.b(mem[0][3-:4]),
				.c(p18)
				);
	mult m28(
	         .a(r2),
				.b(mem[1][3-:4]),
				.c(p28)
	         );		
   mult m38(
	         .a(r3),
				.b(mem[2][3-:4]),
				.c(p38)
	         );		
   mult m48(
	         .a(r4),
				.b(mem[3][3-:4]), 
				.c(p48)
	         );	
  ad add18 ( 
            .a1(p18),
				.b1(p28),
				.c1(s18)
           );  
  ad2 add28 (
            .b2(s18),
				.a2(p38),
				.c2(s28)
          );
  ad3 add38 (
             .b3(s28),
				 .a3(p48),
				 .c3(s38)
				 );
assign w_sum11 =s31;
assign w_sum12 =s32;
assign w_sum13 =s33;
assign w_sum14 =s34;
assign w_sum15 =s35;
assign w_sum16 =s36;
assign w_sum17 =s37;
assign w_sum18 =s38;
endgenerate
endmodule
module mult(input [3:0] a, input [3:0] b, output reg [8:0] c
    );
always@(*)
c= a*b;
endmodule
```
`flow/run.sh`:
```
#!/bin/bash
# OpenROAD 26Q1-2900-gdf79404cd8, Yosys 0.63+post, stock flow scripts
make -C /OpenROAD-flow-scripts/flow DESIGN_CONFIG=/design/flow/config.mk WORK_HOME=/design/flow/orfs finish
```
`flow/config.mk`:
```
export PLATFORM = sky130hd
export DESIGN_NAME = mem_ram
export DESIGN_NICKNAME = mem_ram
export VERILOG_FILES = /design/flow/design.v
export SDC_FILE = /design/flow/constraint.sdc
export NUM_CORES = 4
export LEC_CHECK = 1
export CORE_UTILIZATION = 50
```
`flow/constraint.sdc`:
```
current_design mem_ram

set clk_period 9.8
set clk_io_pct 0.2

create_clock -name clk0 -period $clk_period [get_ports {clk}]

set non_clock_inputs [all_inputs -no_clocks]
set_input_delay [expr $clk_period * $clk_io_pct] -clock clk0 $non_clock_inputs
set_output_delay [expr $clk_period * $clk_io_pct] -clock clk0 [all_outputs]
```
==> flow_summary.ini <==
; implementation run metrics
[final_layout]
largest_reg_flops = 128
final_layout_top_logic_cell = inv_1
top_register = mem
stdcell_count = 2959
most-common-layout-cells = 580 x inv_1, 384 x fa_1, 346 x and2_1, 288 x ha_1, 230 x clkdlybuf4s50_1
nFillCells = 3474
top_regs = mem: 128 flops
drive_above_1_share = 0.0288
syn_to_final_growth_pct = 17.9

[yosys]
syn_avg_cell_area_um2 = 9.44
postSynthCellCount = 2188
synth_warnings = 7
numSynthFlops = 128
ys_seq_share = 0.126
yosysUniqueCellTypes = 40
ys_cells = 2188
ys_chip_area_um2 = 20700
netlist_area_um2 = 20700

[timing]
fin_crit_sh = 0.962
maxSlewViolCount = 0
setup_viol = 0
worst_pin_slew_ns = 0.761
max_freq_mhz = 106
rsz0062_at_grt = false
slew-limit-headroom = 0.493
min_period_ns = 9.43
fin_setup_tns_ns = 0
fin_ws_ns = 0.372
finalHoldViolCount = 0

[min_path]
hold_path.class = in -> reg

[run_status]
outcome = finished clean

[clock_tree]
cts_tree = built
hold_buffers = 0
cts_root_buffer = clkbuf_16
clkTransAtPathRegs_ns = 0.07
cts_inserted_buffers = 17
cts_setup_buffers = 0
ctsResizeCount = 0
cts_buffer_depth = 2
cts.sink_count = 128
htreeDepth = 4

[critical_path]
cp_common_cell = fa_1
endpoint_kind = output port
cp-start-kind = input pin
critical_path_required_ns = 7.84
worstSetupPathType = in -> out
crit_slowest_cell = fa_1
cp.arrival_ns = 7.47
path_depth = 19
worst_path_largest_cell_delay_ns = 0.53
crit_family = adder cells
crit_path_max_fanout = 16
path_cells = clkdlybuf4s50_1 > buf_4 > and2_1 > fa_1 > inv_1 > fa_1 > inv_1 > fa_1 > fa_1 > inv_1 > fa_1 > inv_1 > ha_1 > fa_1 > a211o_1 > a21oi_2 > a21oi_1 > nor2b_1 > clkdlybuf4s50_1
worstPathBufferInverterCount = 7
crit_start = r1[1]
cp-endpoint = w_sum12[8]

[global_route]
grt_overflow = 0
antenna_found_initial = 0
grt_start_max_net_pins = 33
grt_pass1_vias = 15100
grt_use_total = 0.248
grt_first_pass_wirelength_um = 75700

[detailed_routing]
wl_per_cell_um = 15.2
vias = 14200
drc_errors = 0
routed_wl_um = 45000
drt-initial-drc-count = 378
firstDrtPassIters = 5
n_antenna_cell = 0
antenna_left = 0
vias_per_cell = 4.80

[die]
fp_util = 0.506
die-area_um2 = 42100
rows = 74
floorplan.core_area_um2 = 40800
die_y_um = 205
die-width_um = 205
ios = 242

[power_and_ir_drop]
p_per_area_nw_per_um2 = 321
ir_drop_uv = 301
p_leak_uw = 0.0126

[placement]
gp_congestion = 0.895
place_ws_ns = 0.365
dp_hpwl_um = 36100
placed_cells = 2927
port_buffers = 233

[flow_run]
warnings = 25
max_cap_viol_count = 0
[report_power, final]
part	internal, uW	leakage, uW	switching (uW)
logic	3620	0.0112	2940
clock network	380	0.000292	286
registers	552	0.00109	36.0
[cells in the mapped netlist]
cell / instances / share of area
a211o_1: 3 / 0.0013
a211oi_1: 8 / 0.0029
a211oi_2: 6 / 0.0036
a21bo_2: 1 / 0.00048
a21o_1: 13 / 0.0047
a21o_2: 1 / 0.00042
a21oi_1: 39 / 0.0094
a21oi_2: 4 / 0.0017
a221oi_1: 3 / 0.0013
a22oi_1: 2 / 0.00073
a31oi_1: 1 / 0.00030
a32oi_1: 1 / 0.00042
and2_1: 346 / 0.10
and3_1: 1 / 0.00030
and4b_1: 5 / 0.0024
buf_4: 8 / 0.0029
clkbuf_1: 48 / 0.0087
conb_1: 1 / 0.00018
dfxtp_1: 124 / 0.12
edfxtp_1: 4 / 0.0058
fa_1: 384 / 0.37
ha_1: 288 / 0.17
inv_1: 580 / 0.11
mux2i_1: 7 / 0.0034
nand2_1: 185 / 0.034
nand2b_1: 2 / 0.00061
nand3_1: 9 / 0.0022
nor2_1: 16 / 0.0029
nor2b_1: 9 / 0.0027
nor3_1: 9 / 0.0022
nor4_1: 1 / 0.00030
o211a_1: 1 / 0.00048
o211ai_1: 2 / 0.00073
o21a_1: 10 / 0.0036
o21ai_0: 21 / 0.0051
o21ai_1: 4 / 0.00097
o21bai_1: 7 / 0.0025
o31ai_1: 1 / 0.00036
xnor2_1: 21 / 0.0089
xor2_1: 12 / 0.0051
[cell families after synthesis]
kind of cell / share of synthesized area
buffers and inverters: 0.117
other: 0.000181
multiplexers: 0.00339
adder cells (fa/ha/maj): 0.546
AND/OR/NAND/NOR: 0.152
XOR/XNOR: 0.0140
AND-OR/OR-AND: 0.0411
flip-flops: 0.126
[worst min path at each step]
stage	startpoint	to	slack, ns	cells after the start
4_1_cts	d44[3]	mem[3][19]$_DFF_P_	1.86	1
6_report	d44[3]	mem[3][19]$_DFF_P_	1.92	1
5_1_grt	d44[3]	mem[3][19]$_DFF_P_	1.89	1
[cell type report]
cell class / count / area [um^2] / area share
inverters: 580 / 2180 / 0.0894
clock buffers: 17 / 425 / 0.0175
clock inverters: 15 / 169 / 0.00693
repair buffers: 256 / 2650 / 0.109
well taps: 532 / 666 / 0.0273
flip-flops and latches: 128 / 2600 / 0.107
multi-input cells: 1431 / 15700 / 0.643
[metrics by stage]
stage | area [um^2] | power (uW) | hold slack (ns) | utilization
after global routing | 24400 | 8860 | 1.89 | 0.597
after CTS | 24400 | 7980 | 1.86 | 0.597
after detailed placement | 23800 | 7260 | 2.41 | 0.582
after global placement | 23800 | 7230 | 2.41 | 0.582
final | 24400 | 7820 | 1.92 | 0.597
after floorplan | 20700 | 4450 | 1.99 | -
[metal layers]
metal,wire [um],global-route usage
met1,20000,0.384
met2,20800,0.373
met3,3620,0.0833
met4,652,0.0265
met5,0,0
No activity file was given, so power comes from the tool's default toggle rates.
